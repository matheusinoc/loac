==> flow/config.mk <==
export PLATFORM = sky130hd
export DESIGN_NAME = ULA
export DESIGN_NICKNAME = ULA
export VERILOG_FILES = /design/flow/design.v
export SDC_FILE = /design/flow/constraint.sdc
export NUM_CORES = 4
export LEC_CHECK = 1
export CORE_AREA = 10 10 85 85
export DIE_AREA = 0 0 95 95
==> flow/constraint.sdc <==
current_design ULA

set clk_period 7.8
set clk_io_pct 0.2

create_clock -name clk0 -period $clk_period

set non_clock_inputs [all_inputs -no_clocks]
set_input_delay [expr $clk_period * $clk_io_pct] -clock clk0 $non_clock_inputs
set_output_delay [expr $clk_period * $clk_io_pct] -clock clk0 [all_outputs]
==> flow/design.v <==
parameter NBITS = 8;  
module ULA(
  input logic signed [NBITS-1:0] A, B,  
  input logic [1:0] F,  
  output logic signed [NBITS-1:0] Saida,  
  output logic FLAG_O  
);
  always_comb begin
    case(F)
      2'b00: begin  
        Saida <= A & B;
        FLAG_O <= 0;
      end
      2'b01: begin  
        Saida <= A | B;
        FLAG_O <= 0;
      end
      2'b10: begin  
        Saida <= A + B;
        FLAG_O <= (A > 0 && B > 0 && Saida < 0) || (A < 0 && B < 0 && Saida > 0);
      end
      2'b11: begin  
        Saida <= A - B;
        FLAG_O <= (A > 0 && B < 0 && Saida < 0) || (A < 0 && B > 0 && Saida > 0);
      end
    endcase
  end
endmodule
==> flow/run.sh <==
#!/bin/bash
# OpenROAD 26Q1-2900-gdf79404cd8, Yosys 0.63+post, stock flow scripts
make -C /OpenROAD-flow-scripts/flow DESIGN_CONFIG=/design/flow/config.mk WORK_HOME=/design/flow/orfs finish
==> out/summary.rpt <==
===========================================================================
Data arrival at the endpoint of the critical path                   5090 ps
Outcome                                                        finished clean
Max-slew headroom                                                     0.611
Iter 0 DRT Violations                                                    68
Flip-flops                                                                0
Post-synthesis cell count from yosys                                    106
Total number of yosys warnings                                            1
Fraction of the cycle the final worst path needs                      0.853
Worst vdd rail ir drop                                              26.0 µV
Worst setup EP type                                            primary output
Filler cells                                                            612
Max Fanout on Critical Path                                              14
Total I/O pin count                                                      27
Mean post-synth cell area                                          7.08 µm²
Global-route wire length before repair                              4.07 mm
Core Region                                                        5470 µm²
CLK BUF                                                                   0
GRT Residual Overflow                                                     0
Hold/Removal Path Class                                              in2out
Area grow syn2layout                                                  46.7%
Number of warnings the tools reported                                    34
Routed wire length                                                  2.53 mm
Iteration count of the initial detailed-routing pass                      4
Rows                                                                     27
RSZ-0062 raised after global routing                                     no
Post-synthesis cell type count                                           36
Initial antenna violation count                                           0
Final worst hold slack                                              4210 ps
Switch share                                                          0.462
Floorplan die width                                                   95 µm
Share of the core filled with cells in the final layout               0.201
Multi-input combinational cell area                                 711 µm²
Count of antenna-violating nets left after detailed routing               0
Number of stages on the worst hold path                                   4
Min Tclk post-route                                                 6650 ps
Half-perimeter wire length of the detailed placement result         2.17 mm
Final routed DRC violation total                                          0
Vias in the first global route                                          825
Fraction of the core area occupied by cells at floorplan              0.137
Placer's final routability congestion estimate                        0.868
List of cells traversed by the critical path                   clkdlybuf4s50_1 > and2_1 > a21oi_1 > xnor2_1 > ha_1 > a2111o_1 > o22ai_2 > xor2_2 > and3_1 > o211ai_1 > o22ai_1 > clkdlybuf4s50_1
Required arrival time at the worst endpoint                         6240 ps
Class of the most critical setup path                                in2out
Ratio of cells with drive above 1 in the final layout                0.0305
Upper clock frequency limit                                         150 MHz
Setup total negative slack                                             0 ps
Count of vias placed by the detailed router                             850
Fraction of power consumed by combinational cells                     1.000
Power per unit of standard cell area                            85.4 nW/µm²
Floorplan die area                                                 9030 µm²
Final Total Pwr                                                   0.0941 mW
Number of violations of the max-capacitance limit                         0
Leak                                                               0.418 nW
Resized cells post-CTS                                                    0
Post-synthesis instance total                                           106
Post-synth area from yosys stat                                     751 µm²
Via density per instance                                               4.19
Maximum number of pins on one net before global-route repair             15
Count of endpoints failing setup in the final report                      0
Proportion of power drawn by flip-flops and latches                       0
CP startpoint kind                                             primary input
Final Max-Slew Violation Tally                                            0
ANT cells                                                                 0
Floorplan die height                                                  95 µm
Worst-path cell with the longest stage delay                   clkdlybuf4s50_1
Crit-path most repeated cell                                   clkdlybuf4s50_1
Tightest Pin Transition                                              582 ps
Largest stage delay on the critical path                             840 ps
Part of the total power dissipated in the clock network                   0
Post-synthesis cell area                                            751 µm²
Average routed wire per standard cell                               12.4 µm
Power spent charging and discharging nets                         0.0435 mW
Fraction of the yosys area taken by sequential cells                      0
Hold buffer count at CTS                                                  0
Count of endpoints failing hold in the final timing report                0
GRT Resource Usage Total                                             0.0548
Sequential cell area                                                  0 µm²
Number of I/O port buffers                                               27
Total setup buffers inserted after CTS                                    0
Int Pwr                                                           0.0506 mW
===========================================================================
logic make-up after synthesis:
logic type / Yosys count / synth area share
AND-OR/OR-AND: 36 / 0.313
AND/OR/NAND/NOR: 32 / 0.223
adder cells (fa/ha/maj): 15 / 0.247
XOR/XNOR: 12 / 0.150
buffers and inverters: 10 / 0.0533
multiplexers: 1 / 0.0133
power by group through the flow:
stage	sequential, mW	clock, mW	combinational [mW]
4_1_cts	0	0	0.0951
5_1_grt	0	0	0.105
6_report	0	0	0.0941
synth_stat cells, drive strengths merged, types with 4 or more instances:
cell type,count,share of area
a21oi,10,0.067
ha,10,0.17
nor2,9,0.045
inv,8,0.040
o21ai,8,0.053
nand2,7,0.035
xnor2,7,0.082
xor2,5,0.068
maj3,4,0.053
nand2b,4,0.033
nor3,4,0.033
o31ai,4,0.040
critical path: cells and delay by family:
family,cells,cell delay [ps]
AOI/OAI and AO/OA,5,940
buffers and inverters,2,1320
xor gates and xnor gates,2,440
and+or+nand+nor,2,480
adders and majority gates,1,330
cell usage in the layout, fill, tap and decap left out, types with 3 or more instances in the layout:
cell,synthesis,final
nor2_1,9,9
xor2_1,4,4
nor3_1,3,3
a21oi_1,10,10
o31ai_1,4,4
maj3_1,4,4
nand2b_1,4,4
nand2_1,7,7
ha_1,10,10
inv_1,8,8
o21ai_0,8,8
clkdlybuf4s50_1,0,27
xnor2_1,7,7
final timing paths:
| path | from | end | slack [ps] |
|---|---|---|---|
| max | F[0] | FLAG_O | 1150 |
| min | A[6] | Saida[6] | 4210 |
routing by layer:
layer | track usage | up-vias | wire length [µm]
met1 | 0.0799 | 385 | 1290
met4 | 0.00249 | 0 | 0
met5 | 0 | - | 0
met2 | 0.0807 | 21 | 999
met3 | 0.0176 | 0 | 238
li1 | - | 444 | -
cell type report:
class,count,share of cell area
inverters,8,0.0273
multi-input cells,96,0.645
well taps,72,0.0818
repair buffers,27,0.245
per-stage QoR:
stage / setup slack (ps) / cell area, µm² / cells
after floorplan: 2550 / 751 / 106
after global placement: 1220 / 1100 / 203
after detailed placement: 1180 / 1100 / 203
after CTS: 1160 / 1100 / 203
after global routing: 802 / 1100 / 203
final: 1150 / 1100 / 203
Power is estimated from default activity; no workload was simulated.
