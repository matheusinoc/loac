==> flow/design.v <==
parameter NBITS = 4;  
module contador(
  input logic clk, reset, count_up,  
  output logic [NBITS-1:0] Saida  
);
  always_ff @ (posedge reset or posedge clk) begin
    if (reset)  
      Saida <= 0;
    else begin  
      if (count_up)
        Saida <= Saida + 1;  
      else
        Saida <= Saida - 1;  
    end
  end
endmodule
==> flow/run.sh <==
#!/bin/bash
# OpenROAD 26Q1-2900-gdf79404cd8, Yosys 0.63+post, stock flow scripts
make -C /OpenROAD-flow-scripts/flow DESIGN_CONFIG=/design/flow/config.mk WORK_HOME=/design/flow/orfs finish
==> flow/config.mk <==
export PLATFORM = sky130hd
export DESIGN_NAME = contador
export DESIGN_NICKNAME = contador
export VERILOG_FILES = /design/flow/design.v
export SDC_FILE = /design/flow/constraint.sdc
export NUM_CORES = 4
export LEC_CHECK = 1
export CORE_AREA = 10 10 70 70
export DIE_AREA = 0 0 80 80
==> flow/constraint.sdc <==
current_design contador

set clk_period 1.7
set clk_io_pct 0.2

create_clock -name clk0 -period $clk_period [get_ports {clk}]

set non_clock_inputs [all_inputs -no_clocks]
set_input_delay [expr $clk_period * $clk_io_pct] -clock clk0 $non_clock_inputs
set_output_delay [expr $clk_period * $clk_io_pct] -clock clk0 [all_outputs]
==> results.sh <==
# source this file to load flow results
export IMPL_dieArea_um2=6400
export IMPL_irDropWorstVdd_mv=0.2490
export IMPL_synthesis_instances=15
export IMPL_final_layout_size_suffix_gt1_share_pct=20.00
export IMPL_maxCapViolations=0
export IMPL_cp_end_kind="output port"
export IMPL_post_synth_top_area_cell="dfrtp_1"
export IMPL_ys_flop_type="dfrtp_1"
export IMPL_post_place_ws_ns=-0.05875
export IMPL_vias=133
export IMPL_fp_row_count=21
export IMPL_top_cells_by_count="dfrtp_1, inv_1, ha_1, xnor2_1"
export IMPL_syn_area_per_cell_um2=13.26
export IMPL_clk_latency_ns=0.24
export IMPL_die_h_um=80
export IMPL_largestRegisters="Saida: 4 flops"
export IMPL_cts_resized=0
export IMPL_fin_ws_ns=0.1959
export IMPL_ys_seq_elements=4
export IMPL_edf_count=0
export IMPL_power_static_leakage_nw=0.1463
export IMPL_fin_cells=71
export IMPL_first_iter_violations=3
export IMPL_wl_per_cell_um=6.648
export IMPL_yosys_warnings=1
export IMPL_ys_cells=15
export IMPL_antenna_found_initial=0
export IMPL_final_area_um2=346.6
export IMPL_grt_pass1_wl_um=724
export IMPL_crit_path_cell_trace="clkdlybuf4s50_1"
export IMPL_totalWireLength_um=472
export IMPL_largest_reg_flops=4
export IMPL_rr_worst_depth=4
export IMPL_p_per_area_nw_per_um2=1363
export IMPL_postCtsSetupBuffers=0
export IMPL_dr_pass1_iters=3
export IMPL_area_delta_synth_final_pct=74.21
export IMPL_cts_tree="yes"
export IMPL_track_usage_pct=1.742
export IMPL_worst_pin_slew_ns=0.1698
export IMPL_ys_area_um2=198.9
export IMPL_max_clock_path_buffers=2
export IMPL_cts_max_level=1
export IMPL_regMostFlops="Saida"
export IMPL_io_pins=7
export IMPL_warnings=25
export IMPL_dp_hpwl_um=383.6
export IMPL_outcome="finished clean"
export IMPL_cp_depth=1
export IMPL_grt_max_degree=5
export IMPL_numClockSinks=4
export IMPL_io_buffers=6
export IMPL_fin_crit_sh_pct=88.48
export IMPL_synth_distinct_cells=8
export IMPL_maxSlewViolCount=0
export IMPL_critPathBufInv=1
export IMPL_path_delay_family="buffers and inverters"
export IMPL_p_total_uw=472.3
export IMPL_setup_viol=0
export IMPL_rrSetupSlack_ns=0.47
export IMPL_period_minus_slack_ns=1.504
export IMPL_cp_arrival_ns=1.16
export IMPL_initial_core_util_pct=5.824
export IMPL_cpPeakStageDelay_ns=0.51
export IMPL_synth_area_um2=198.9
export IMPL_hp_class="input pin to async pin"
export IMPL_crit_required_ns=1.36
export IMPL_fill_cells=397
export IMPL_grt_pass1_vias=147
export IMPL_synth_seq_share_pct=50.31
export IMPL_cts_clk_slew_worst_paths_ns=0.04
export IMPL_fmax_mhz=664.8
export IMPL_skew_ns=0.0003889
export IMPL_placedInstanceArea_um2=324.1
export IMPL_yosysMostFrequentCell="dfrtp_1"
export IMPL_diodes=0
export IMPL_worstSetupStartpointType="flip-flop"
export IMPL_core_um2=3416
export IMPL_drtAntennaViolNets=0
export IMPL_fp_dieW_um=80
export IMPL_ys_async_sr_fraction_pct=100.0
export IMPL_via_per_inst=1.873
export IMPL_grt_overflow_total=0
export IMPL_fin_util_pct=10.15
export IMPL_yosys_area_top_type_share_pct=50.31
export IMPL_critPathSlowestCell="clkdlybuf4s50_1"
export IMPL_placedCellCount=68
export IMPL_top_cells_by_area="dfrtp_1, ha_1, fa_1"
export IMPL_cts_buffers_inserted=3
export IMPL_rsz0062_at_grt="no"
export IMPL_final_hold_viol_count=0
export IMPL_cts_hold_buf=0
export IMPL_cts_root_buffer="clkbuf_4"
export IMPL_cp_max_fo=4
export IMPL_critPathKind="flip-flop to output port"
export IMPL_place_congestion=0.7184
export IMPL_maxSlewHeadroom_pct=88.60
export IMPL_drc=0
area by class of cell:
| class | instances | area (um2) | share of cell area, % |
|---|---|---|---|
| clock buffer | 3 | 22.52 | 6.498 |
| inverter | 3 | 11.26 | 3.249 |
| sequential | 4 | 100.1 | 28.88 |
| tap | 46 | 57.56 | 16.61 |
| timing repair buffer | 7 | 67.56 | 19.49 |
| multi-input combinational | 8 | 87.58 | 25.27 |
per-stage QoR:
stage | hold slack (ns) | TNS, ns
2_1_floorplan | 0.1061 | 0
4_1_cts | 0.2849 | 0
3_5_place_dp | 0.5127 | -0.05875
6_report | 0.2824 | 0
3_3_place_gp | 0.4883 | -0.02406
5_1_grt | 0.2957 | 0
power breakdown:
part / internal [mW] / total (mW) / switching [mW]
clock network: 0.0791 / 0.121 / 0.0420
registers: 0.135 / 0.165 / 0.0300
logic: 0.125 / 0.186 / 0.0611
total: 0.339 / 0.472 / 0.133
worst paths after layout:
check | from | endpoint
min in group clk0 | Saida[0]$_DFF_PP0_ | Saida[0]$_DFF_PP0_
worst min-delay path | reset | Saida[1]$_DFF_PP0_
worst max register to register | Saida[1]$_DFF_PP0_ | Saida[3]$_DFF_PP0_
worst max-delay path | Saida[0]$_DFF_PP0_ | Saida[0]
max in group asynchronous | reset | Saida[0]$_DFF_PP0_
worst min register to register | Saida[0]$_DFF_PP0_ | Saida[0]$_DFF_PP0_
per-layer routing:
layer / track usage (%) / part of all wire [%] / up-vias
met5: 0 / 0 / -
met4: 0.3521 / 0 / 0
met2: 1.284 / 22 / 10
met1: 1.610 / 40 / 57
met3: 3.750 / 38 / 0
li1: - / - / 66
cell usage in the layout (no fill, tap or decap):
| cell | n |
|---|---|
| inv_1 | 3 |
| clkdlybuf4s50_1 | 6 |
| a21oi_2 | 1 |
| a21o_1 | 1 |
| clkbuf_4 | 3 |
| ha_1 | 2 |
| buf_4 | 1 |
| xnor2_1 | 2 |
| xor2_1 | 1 |
| fa_1 | 1 |
| dfrtp_1 | 4 |
cell families after synthesis:
logic type | count (synthesis) | synth area share (%)
adders and majority gates | 3 | 22.64
buffers and inverters | 3 | 5.660
xor gates and xnor gates | 3 | 13.21
AOI/OAI and AO/OA | 2 | 8.178
DFF | 4 | 50.32
Power figures rest on the tool's default switching activity, not on a simulated workload.
