### flow/run.sh
#!/bin/bash
# OpenROAD 26Q1-2900-gdf79404cd8, Yosys 0.63+post, stock flow scripts
make -C /OpenROAD-flow-scripts/flow DESIGN_CONFIG=/design/flow/config.mk WORK_HOME=/design/flow/orfs finish
### flow/config.mk
export PLATFORM = sky130hd
export DESIGN_NAME = ramrw
export DESIGN_NICKNAME = ramrw
export VERILOG_FILES = /design/flow/design.v
export SDC_FILE = /design/flow/constraint.sdc
export NUM_CORES = 4
export LEC_CHECK = 1
export CORE_AREA = 10 10 97 97
export DIE_AREA = 0 0 107 107
### flow/constraint.sdc
current_design ramrw

set clk_period 1.4
set clk_io_pct 0.2

create_clock -name clk0 -period $clk_period [get_ports {clk}]

set non_clock_inputs [all_inputs -no_clocks]
set_input_delay [expr $clk_period * $clk_io_pct] -clock clk0 $non_clock_inputs
set_output_delay [expr $clk_period * $clk_io_pct] -clock clk0 [all_outputs]
### flow/design.v
module ramrw(
  input logic clk, reset, SEL,
  input logic [3:0] Din,
  input logic [1:0] Addr,
  output logic [3:0] Dout
);
  logic [3:0] memoria [3:0];
  always_ff @(posedge clk) begin
    if (reset == 0) begin
      if (SEL)
        memoria[Addr] <= Din;
      else 
        Dout <= memoria[Addr];
    end
    else
      memoria[Addr] <= 0;
  end
endmodule
==> flow_metrics.tcl <==
# flow metrics
set metrics [dict create \
    run_status "complete, no violations" \
    routed_wl_mm 1.379 \
    clkTransAtPathRegs_ps 70 \
    critical_path.cell_chain "clkdlybuf4s50_1" \
    gp_congestion 0.6707 \
    end_kind "output pin" \
    top_cell_area_share_pct 77.80 \
    max_slew_margin_pct 76.58 \
    warnings 25 \
    power_switching_w 0.0002309 \
    whs_ps 614.4 \
    syn_to_final_growth_pct 46.35 \
    viasPerCell 2.445 \
    ant_nets 0 \
    grt_pass1_wl_mm 2.256 \
    internal_power_w 0.001147 \
    core-area_um2 7292 \
    grtUsageTotal_pct 2.475 \
    ctsResizeCount 1 \
    hold_path_depth 2 \
    cts_tree "yes" \
    synthTopCellsByCount "edfxtp_1, mux4_2, nor2b_1" \
    worst_skew_pair.late_latency_ps 260 \
    cts.sinks 20 \
    hold_viol 0 \
    chipArea_um2 11450 \
    htreeDepth 1 \
    worstSetupPathType "reg -> out" \
    die_w_um 107 \
    cp_slowest_stage_delay_ps 460 \
    skew_ps 2.721 \
    drc_errors 0 \
    start_kind "flop" \
    path_depth 1 \
    synth-main-ff-cell "edfxtp_1" \
    stdcell_count 155 \
    drtIter0Drc 18 \
    synth-seq-area-share_pct 77.80 \
    power_leakage_nw 0.3481 \
    cts_root_buf "clkbuf_8" \
    ys_top_cells_by_area "edfxtp_1, mux4_2, nor2b_1" \
    maxSlewViolCount 0 \
    crit_buf_inv 1 \
    fp_util_pct 10.59 \
    ys_sh_simple_pct 8.428 \
    required_ps 1120 \
    fa_ha_area_share_pct 0 \
    pwr-share-clk_pct 40.9 \
    synth_cell_type_count 10 \
    dp_cells 151 \
    power_density_nw_per_um2 1219 \
    ir_drop_mv 0.3637 \
    cap_violations 0 \
    clockBufferDepth 2 \
    synth-compound-area-share_pct 0 \
    finalCritPeriodShare_pct 94.17 \
    edf_count 20 \
    io_pins 13 \
    io_buffers 12 \
    cpLargestDelayFamily "buffers and inverters" \
    num_rows 31 \
    first_global_vias 440 \
    routedWlPerCell_um 8.897 \
    synth-xor-area-share_pct 0 \
    critPathSlowestCell "clkdlybuf4s50_1" \
    final_cell_area_um2 1130 \
    hp-class "in -> reg" \
    ys_area_um2 772.0 \
    dpl_cell_area_um2 1052 \
    die_h_um 107 \
    synth_area_um2 772.0 \
    yosys_cells 35 \
    sw_frac_of_total_pct 16.76 \
    ctsHoldBuffers 0 \
    top_area_cell "edfxtp_1" \
    hpwl_mm 1.085 \
    ys_sh_mux_pct 11.67 \
    arrival_ps 1040 \
    synthArstFlopShare_pct 0 \
    synth.avg_cell_area_um2 22.06 \
    post-cts-setup-buffers 0 \
    cts_buffers 3 \
    setup_violations 0 \
    num_antenna_cells 0 \
    rsz0062_at_grt "false" \
    dr_total_vias 379 \
    antenna_found_initial 0 \
    logic_family "multiplexers" \
    drive_gt1_share_pct 32.14 \
    fmax_ghz 0.7585 \
    ys_seq_elements 20 \
    seq_power_share_pct 51.5 \
    grt_max_degree 13 \
    yosysWarnings 1 \
    crit_fanout 1 \
    reg2reg_depth 1 \
    syn_inst 35 \
    dr.pass1.iters 4 \
    yosysMostFrequentCell "edfxtp_1" \
    period_needed_ps 1318 \
    tightest_slew_ps 350.7 \
    grt_overflow 0 \
    power_frac_comb_pct 7.6 \
]
==> stage by stage <==
step	power [W]	TNS, ps	worst slack [ps]	util (%)
final	0.001378	0	81.65	15.49
after global routing	0.001426	0	20.42	15.49
after global placement	0.0008251	-6336	-361.0	14.43
after detailed placement	0.0008293	-6657	-370.9	14.43
after floorplan	0.0007691	0	184.1	-
after CTS	0.001388	0	49.01	15.39
==> kinds of logic (layout without fill, tap and decap cells) <==
kind of cell,Yosys count,in the layout
flops,20,20
simple gates,9,9
buf+inv,2,23
mux,4,4
==> state kept, by name (all words and copies together), names as in the netlist <==
signal	cells
memoria	16
Dout	4
==> power by group through the flow <==
stage	Clock, W	Sequential, W	Combinational, W
CTS	0.000572	0.000711	0.000105
finish	0.000563	0.000710	0.000104
global route	0.000598	0.000713	0.000115
==> metal layers <==
layer  vias to the layer above  share of wire, %  global-route usage, %
met2                        21                41                  3.556
met3                         0                14                  2.244
met4                         0                 0                0.09671
met1                       177                45                  2.832
li1                        181                 -                      -
met5                         -                 0                      0
==> final cells by class <==
type	instances	area [um^2]
clock buffer	3	41.29
clock inverter	1	30.03
fill	825	6162
multi-input combinational	13	160.2
sequential	20	600.6
tap	99	123.9
timing repair buffer	19	173.9
==> worst paths after layout <==
path,start,endpoint,slack [ps]
setup / recovery,Dout[3]$_DFFE_PP_,Dout[3],80
hold / removal,Addr[1],Dout[3]$_DFFE_PP_,610
setup reg to reg,memoria[3][3]$_DFFE_PP_,Dout[3]$_DFFE_PP_,290
hold reg to reg,memoria[0][3]$_DFFE_PP_,Dout[3]$_DFFE_PP_,640
==> placed cells by master (no fill, tap or decap), types with 3 or more instances in the layout <==
cell | synthesis | final
edfxtp_1 | 20 | 20
nor2b_1 | 4 | 4
clkbuf_8 | 0 | 3
buf_4 | 0 | 7
mux4_2 | 4 | 4
clkdlybuf4s50_1 | 0 | 10
Power figures rest on the tool's default switching activity, not on a simulated workload.
